## flow/design.v

```verilog
`timescale 1ns / 1ps
module CORDIC_Cos(
    output [15:0] X0,
    output [15:0] Y0,
    output [15:0] Z0,
    input [15:0] Xin,
    input [15:0] Yin,
    input [15:0] Zin,
    input clk
);
    wire signed [15:0] x_reg [15:0];
    wire signed [15:0] y_reg [15:0];
    wire signed [15:0] z_reg [15:0];
    wire [15:0] x_reg_sh [15:0];
    wire [15:0] y_reg_sh [15:0];
    wire [15:0] sum_x [15:0];
    wire [15:0] sum_y [15:0];
    wire [15:0] sum_z [15:0];
    wire [15:0] z_co;
    reg [15:0] alpha[15:0];
    initial begin
        alpha[0]  = 16'h1921;    
        alpha[1]  = 16'h0ed6;    
        alpha[2]  = 16'h07d6;    
        alpha[3]  = 16'h03fa;    
        alpha[4]  = 16'h01ff;    
        alpha[5]  = 16'h00ff;    
        alpha[6]  = 16'h007f;    
        alpha[7]  = 16'h003f;    
        alpha[8]  = 16'h001f;    
        alpha[9]  = 16'h000f;    
        alpha[10] = 16'h0007;    
        alpha[11] = 16'h0003;    
        alpha[12] = 16'h0001;    
        alpha[13] = 16'h0001;    
        alpha[14] = 16'h0001;    
        alpha[15] = 16'h0000;    
    end
    Register rx0(x_reg[0], Xin, clk);
    Register ry0(y_reg[0], Yin, clk);
    Register rz0(z_reg[0], Zin, clk);
    assign x_reg_sh[0] = x_reg[0] >>> 0;
    assign y_reg_sh[0] = y_reg[0] >>> 0;
    not n0(z_co[0], z_reg[0][15]);
    adder_sub ax0(sum_x[0], , x_reg[0], y_reg_sh[0], z_co[0]);
    adder_sub ay0(sum_y[0], , y_reg[0], x_reg_sh[0], z_reg[0][15]);
    adder_sub az0(sum_z[0], , z_reg[0], alpha[0], z_co[0]);
    genvar i;
    generate
        for(i = 1; i < 16; i = i + 1) begin : cordic_stages
            Register rx(x_reg[i], sum_x[i-1], clk);
            Register ry(y_reg[i], sum_y[i-1], clk);
            Register rz(z_reg[i], sum_z[i-1], clk);
            assign x_reg_sh[i] = x_reg[i] >>> i;
            assign y_reg_sh[i] = y_reg[i] >>> i;
            not zn(z_co[i], z_reg[i][15]);
            adder_sub ax(sum_x[i], , x_reg[i], y_reg_sh[i], z_reg[i][15]);
            adder_sub ay(sum_y[i], , y_reg[i], x_reg_sh[i], z_reg[i][15]);
            adder_sub az(sum_z[i], , z_reg[i], alpha[i], z_co[i]);
        end
    endgenerate
    Register rx16(X0, sum_x[15], clk);
    Register ry16(Y0, sum_y[15], clk);
    Register rz16(Z0, sum_z[15], clk);
endmodule
module Register(
    output reg [15:0] x0,
    input [15:0]      xin,
    input             clk
);
    always @(posedge clk) begin
        x0 <= xin;
    end
endmodule
module adder_sub(
    output [15:0] sum,
    output        carry,
    input  [15:0] A,
    input  [15:0] B,
    input         cin
);
    wire [15:0] b;
    xor x0(b[0], B[0], cin);
    xor x1(b[1], B[1], cin);
    xor x2(b[2], B[2], cin);
    xor x3(b[3], B[3], cin);
    xor x4(b[4], B[4], cin);
    xor x5(b[5], B[5], cin);
    xor x6(b[6], B[6], cin);
    xor x7(b[7], B[7], cin);
    xor x8(b[8], B[8], cin);
    xor x9(b[9], B[9], cin);
    xor x10(b[10], B[10], cin);
    xor x11(b[11], B[11], cin);
    xor x12(b[12], B[12], cin);
    xor x13(b[13], B[13], cin);
    xor x14(b[14], B[14], cin);
    xor x15(b[15], B[15], cin);
    assign {carry, sum} = A + b + cin;
endmodule
```

## flow/run.sh

```bash
#!/bin/bash
# OpenROAD 26Q1-2900-gdf79404cd8, Yosys 0.63+post, stock flow scripts
make -C /OpenROAD-flow-scripts/flow DESIGN_CONFIG=/design/flow/config.mk WORK_HOME=/design/flow/orfs finish
```

## flow/config.mk

```make
export PLATFORM = sky130hd
export DESIGN_NAME = CORDIC_Cos
export DESIGN_NICKNAME = CORDIC_Cos
export VERILOG_FILES = /design/flow/design.v
export SDC_FILE = /design/flow/constraint.sdc
export NUM_CORES = 4
export LEC_CHECK = 1
export CORE_UTILIZATION = 50
```

## flow/constraint.sdc

```tcl
current_design CORDIC_Cos

set clk_period 15.0
set clk_io_pct 0.2

create_clock -name clk0 -period $clk_period [get_ports {clk}]

set non_clock_inputs [all_inputs -no_clocks]
set_input_delay [expr $clk_period * $clk_io_pct] -clock clk0 $non_clock_inputs
set_output_delay [expr $clk_period * $clk_io_pct] -clock clk0 [all_outputs]
```

==> flow_metrics.py <==
# Flow results
metrics = {
    "floorplan": {
        "design.core.area_sq_mm": 0.09813,
        "pin_count": 97,
        "row_count": 115,
        "die_y_microns": 316.5,
        "fp.dieW_microns": 316.5,
        "initial_core_util": 0.5041,
        "die_area_sq_mm": 0.1002,
    },
    "synth": {
        "edf_count": 0,
        "syn_area_per_cell_sq_um": 9.689,
        "yosys_area_sq_mm": 0.04946,
        "synth_stat.cells": 5105,
        "syn_area_sq_mm": 0.04946,
        "synthFlopType": "dfxtp_1",
        "synth.yosys.warnings": 2,
        "synth_seq_share": 0.3303,
        "synth_cells": 5105,
        "synth_flops": 816,
        "synth.distinct_cells": 80,
        "async_flop_share": 0,
    },
    "timing": {
        "min_period_ns": 4.435,
        "skew_ns": 0.02671,
        "max-slew-margin-rel": 0.4549,
        "timing.fmax_mhz": 225.5,
        "setup_viol": 0,
        "layout_setup_ws_ns": 10.57,
        "finalHoldViolations": 0,
        "finalCritPeriodShare": 0.2957,
        "setup_tns_ns": 0,
        "rsz0062_at_grt": "no",
        "tightest_slew_ns": 0.8149,
        "maxSlewViolCount": 0,
    },
    "global_route": {
        "grt_usage": 0.1937,
        "grt.overflow.total": 0,
        "grt_pass1_vias": 32450,
        "grt_max_degree": 41,
        "grt_pass1_wl_microns": 156300,
        "antenna_found_initial": 0,
    },
    "placement": {
        "port_buffers": 96,
        "dp_hpwl_microns": 74850,
        "pre_cts_slack_ns": 11.14,
        "gp_congestion": 0.8688,
        "dpl_cell_area_sq_mm": 0.05205,
    },
    "cells_and_area": {
        "flop_area_sq_mm": 0.01634,
        "area_growth_pct": 12.38,
        "comb_area_sq_mm": 0.03223,
        "utilization": 0.5665,
        "final_cell_area_sq_mm": 0.05559,
        "drive_gt1_frac": 0.05238,
        "n_fill_cell": 8363,
    },
    "routing": {
        "insertedDiodeCount": 0,
        "drt_iter0_drc": 1344,
        "viasPerCell": 5.221,
        "route.detailed.drc": 0,
        "routedWlPerCell_microns": 14.23,
        "routed_wl_microns": 94640,
        "ant_nets": 0,
        "vias": 34730,
        "drt_pre_antenna_iters": 5,
    },
    "critical_path": {
        "worstPathBufferInverterCount": 1,
        "crit_slowest_cell": "clkdlybuf4s50_1",
        "worst-path-max-fanout": 1,
        "crit_required_ns": 12.00,
        "cpPeakStageDelay_ns": 0.45,
        "end_kind": "primary output",
        "arrival_ns": 1.43,
        "path_class": "reg -> out",
        "crit_family": "buffers and inverters",
        "crit_chain": "clkdlybuf4s50_1",
        "start_kind": "flop",
    },
    "cts": {
        "cts-resized-gates": 0,
        "cts_root_buffer": "clkbuf_16",
        "cts_num_sinks": 816,
        "postCtsSetupBuffers": 0,
        "cts_buffers": 97,
        "clk_path_buf_depth": 3,
        "hold_buffers": 0,
        "h-tree-depth": 3,
        "cts_tree": "yes",
        "clock_latency_ns": 0.68,
        "cts.clk_slew.worst_paths_ns": 0.06,
    },
    "outcome": {
        "status": "finished, final reports clean",
    },
    "run": {
        "drv_cap": 0,
        "warning_count": 87,
    },
    "worst_hold_path": {
        "hold_class": "reg -> reg",
    },
}
through the flow:
stage | hold slack, ns | instances
6_report | 0.4459 | 6652
5_1_grt | 0.4615 | 6652
4_1_cts | 0.4476 | 6652
3_5_place_dp | 0.4384 | 6472
3_3_place_gp | 0.4348 | 6472
2_1_floorplan | 0.4254 | 5105
routing by layer:
metal  vias up  share of wire  GRT usage
li1      18630              -          -
met1     15670           0.48     0.2777
met2       322           0.47     0.3210
met3       113          0.031    0.02785
met4         0          0.019    0.03420
met5         -              0          0
path summary, 6_finish.rpt:
check | start | to | slack [ns] | depth (start not counted)
max | rz16.x0[1] | Z0[1] | 10.57 | 1
min | cordic_stages[1].ry.x0[0] | cordic_stages[2].ry.x0[0] | 0.45 | 1
max reg2reg | rz0.x0[15] | cordic_stages[1].rz.x0[14] | 11.10 | 13
min reg2reg | cordic_stages[1].ry.x0[0] | cordic_stages[2].ry.x0[0] | 0.45 | 1
cell families (layout without fill, tap and decap cells):
logic type               Yosys count  in the layout  share of synthesized area
buffers and inverters            232            492                    0.01814
multiplexers                      34             34                   0.007665
XOR/XNOR                         908            908                     0.1608
adder cells (fa/ha/maj)          795            795                     0.2079
flip-flops                       816            816                     0.3303
AND/OR/NAND/NOR                  858            858                    0.08241
AND-OR/OR-AND                   1462           1462                     0.1928
state kept, by name, indices dropped and copies added (netlist names):
signal               count
rz16.x0                 16
ry16.x0                 16
rx0.x0                  16
rx16.x0                 16
cordic_stages.rz.x0    240
cordic_stages.ry.x0    240
rz0.x0                  16
ry0.x0                  16
cordic_stages.rx.x0    240
synthesized netlist by cell type, types with 11 or more instances:
master    instances  area (sq um)
dfxtp_1         816         16340
ha_1            750          9384
a21oi_1         463          2317
xor2_1          463          4055
xnor2_1         445          3897
nor2_1          248         930.9
nand2_1         222         833.3
a21o_1          207          1554
inv_1           190         713.2
o21ai_0         154         770.7
o21ai_1         105         525.5
o21bai_1         99         743.2
o21a_1           87         653.1
nand2b_1         69         431.7
nand3_1          67         335.3
nor3_1           64         320.3
nor2b_1          57         356.6
a211oi_1         50         375.4
fa_1             45         900.9
and3_1           35         219.0
a31oi_1          33         206.5
a31o_1           28         245.2
o31a_1           21         183.9
mux2_2           20         225.2
o31ai_1          20         150.1
a21boi_1         18         135.1
a41oi_1          18         157.7
buf_1            17         63.81
nand4_1          17         106.4
or2_2            17         106.4
o41ai_1          15         131.4
clkbuf_1         14         52.55
nand3b_1         13         97.59
nor3b_1          13         97.59
o211ai_1         13         97.59
a311oi_1         11         96.34
a31o_2           11         96.34
cell type report:
type / instances / share of cell area
sequential: 816 / 0.2940
multi-input combinational: 4057 / 0.5798
timing repair buffer: 122 / 0.02080
clock buffer: 129 / 0.05037
tap: 1287 / 0.02897
clock inverter: 51 / 0.01323
inverter: 190 / 0.01283
placed cells by master (no fill, tap or decap), types with 13 or more instances in the layout:
master	n
o211ai_1	13
a31oi_1	33
and3_1	35
nand2_1	222
o31a_1	21
a41oi_1	18
o21bai_1	99
o21ai_1	105
clkbuf_8	21
o41ai_1	15
nor3_1	64
nor3b_1	13
clkdlybuf4s50_1	96
dfxtp_1	811
xnor2_1	445
nand3_1	67
ha_1	750
a31o_1	28
nor2b_1	57
a211oi_1	50
xor2_1	463
o21ai_0	154
fa_1	45
a21o_1	207
bufinv_16	16
inv_1	190
a21boi_1	18
nor2_1	248
clkinv_2	17
a21oi_1	463
nand4_1	17
or2_2	17
o21a_1	87
o31ai_1	20
clkbuf_16	99
buf_4	26
nand2b_1	69
mux2_2	20
nand3b_1	13
